### flow/config.mk
export PLATFORM = sky130hd
export DESIGN_NAME = cpu_top
export DESIGN_NICKNAME = cpu_top
export VERILOG_FILES = /design/flow/design.v
export SDC_FILE = /design/flow/constraint.sdc
export NUM_CORES = 4
export LEC_CHECK = 1
export CORE_UTILIZATION = 30
### flow/constraint.sdc
current_design cpu_top

set clk_period 48.8
set clk_io_pct 0.2

create_clock -name clk0 -period $clk_period [get_ports {clk}]

set non_clock_inputs [all_inputs -no_clocks]
set_input_delay [expr $clk_period * $clk_io_pct] -clock clk0 $non_clock_inputs
set_output_delay [expr $clk_period * $clk_io_pct] -clock clk0 [all_outputs]
### flow/design.v
module alu (
    input [3:0] opcode,
    input [7:0] operand_a,
    input [7:0] operand_b,
    output reg [7:0] result,
    output reg zero
);
    always @(*) begin
        case (opcode)
            4'b0011: result = operand_a + operand_b;   
            4'b0100: result = operand_a - operand_b;   
            4'b0101: result = operand_a & operand_b;   
            4'b0110: result = operand_a | operand_b;   
            4'b1010: result = operand_a + 1;           
            4'b1011: result = operand_a - 1;           
            4'b1001: result = operand_a;               
            default: result = 8'h00;
        endcase
        zero = (result == 8'h00);
    end
endmodule
module control_unit (
    input [3:0] opcode,
    input [2:0] state,
    input zero_flag,
    output reg reg_write,
    output reg mem_write,
    output reg alu_enable,
    output reg pc_jump
);
    localparam EXECUTE = 3'b011;
    always @(*) begin
        reg_write = 0;
        mem_write = 0;
        alu_enable = 0;
        pc_jump = 0;
        if (state == EXECUTE) begin
            case (opcode)
                4'b0001: reg_write = 1;                     
                4'b0010: mem_write = 1;                     
                4'b0011: begin reg_write = 1; alu_enable = 1; end   
                4'b0100: begin reg_write = 1; alu_enable = 1; end   
                4'b0101: begin reg_write = 1; alu_enable = 1; end   
                4'b0110: begin reg_write = 1; alu_enable = 1; end   
                4'b0111: reg_write = 1;                     
                4'b1000: pc_jump = 1;                       
                4'b1001: begin alu_enable = 1; pc_jump = zero_flag; end   
                4'b1010: begin reg_write = 1; alu_enable = 1; end   
                4'b1011: begin reg_write = 1; alu_enable = 1; end   
                default: begin end
            endcase
        end
    end
endmodule
module cpu_top (
    input clk,
    input reset,
    output halt_flag
);
    localparam FETCH = 3'b000;
    localparam FETCH2 = 3'b001;
    localparam DECODE = 3'b010;
    localparam EXECUTE = 3'b011;
    localparam HALT_STATE = 3'b100;
    reg [7:0] pc;
    reg [15:0] ir;
    reg [2:0] state;
    wire [3:0] opcode = ir[15:12];
    wire [1:0] dest_reg = ir[11:10];
    wire [1:0] src_reg = ir[9:8];
    wire [7:0] immediate = ir[7:0];
    wire reg_write, mem_write, alu_enable, pc_jump;
    wire [7:0] reg_data1, reg_data2, alu_result;
    wire zero_flag;
    wire [7:0] mem_read_data, mem_address;
    wire [7:0] reg_write_data = (opcode == 4'b0001) ? mem_read_data :
                                 (opcode == 4'b0111) ? reg_data2 :
                                 alu_result;
    assign mem_address = (state == FETCH || state == FETCH2) ? pc : immediate;
    assign halt_flag = (state == HALT_STATE);
    wire [1:0] read_addr_1 = (opcode == 4'b0111) ? src_reg : dest_reg;
    wire [1:0] read_addr_2 = src_reg;
    register_file reg_file_inst (
        .clk(clk),
        .reset(reset),
        .write_enable(reg_write && (state == EXECUTE)),
        .write_addr(dest_reg),
        .write_data(reg_write_data),
        .read_addr1(read_addr_1),
        .read_addr2(read_addr_2),
        .read_data1(reg_data1),
        .read_data2(reg_data2)
    );
    alu alu_inst (
        .opcode(opcode),
        .operand_a(reg_data1),
        .operand_b(reg_data2),
        .result(alu_result),
        .zero(zero_flag)
    );
    memory mem_inst (
        .clk(clk),
        .address(mem_address),
        .write_enable(mem_write && (state == EXECUTE)),
        .write_data(reg_data1),
        .read_data(mem_read_data)
    );
    control_unit ctrl_inst (
        .opcode(opcode),
        .state(state),
        .zero_flag(zero_flag),
        .reg_write(reg_write),
        .mem_write(mem_write),
        .alu_enable(alu_enable),
        .pc_jump(pc_jump)
    );
    always @(posedge clk) begin
        if (reset) begin
            pc <= 8'h00;
            state <= FETCH;
            ir <= 16'h0000;
        end else begin
            case (state)
                FETCH: begin
                    ir[15:8] <= mem_read_data;
                    pc <= pc + 1;
                    state <= FETCH2;
                end
                FETCH2: begin
                    ir[7:0] <= mem_read_data;
                    pc <= pc + 1;
                    state <= DECODE;
                end
                DECODE: begin
                    state <= EXECUTE;
                end
                EXECUTE: begin
                    if (opcode == 4'b1101) begin
                        state <= HALT_STATE;
                    end else if (pc_jump) begin
                        pc <= immediate;
                        state <= FETCH;
                    end else begin
                        state <= FETCH;
                    end
                end
                HALT_STATE: state <= HALT_STATE;
                default: state <= FETCH;
            endcase
        end
    end
endmodule
`timescale 1ns/1ps
module memory (
    input clk,
    input [7:0] address,
    input [7:0] write_data,
    input write_enable,
    output reg [7:0] read_data
);
    reg [7:0] mem [0:255];
    initial begin
        integer i;
        for (i = 0; i < 256; i = i + 1) begin
            mem[i] = 8'h00;
        end
        mem[0] = 8'h10;
        mem[1] = 8'hC8;
        mem[2] = 8'h14;
        mem[3] = 8'hC9;
        mem[4] = 8'h38;
        mem[5] = 8'h00;
        mem[6] = 8'h39;
        mem[7] = 8'h00;
        mem[8] = 8'h28;
        mem[9] = 8'h64;
        mem[10] = 8'hA0;
        mem[11] = 8'h00;
        mem[12] = 8'h4D;
        mem[13] = 8'h00;
        mem[14] = 8'hD0;
        mem[15] = 8'h00;
        mem[100] = 8'h00;
        mem[200] = 8'h05;
        mem[201] = 8'h0A;
    end
    always @(*) begin
        read_data = mem[address];
    end
    always @(posedge clk) begin
        if (write_enable)
            mem[address] <= write_data;
    end
endmodule
module register_file (
    input clk,
    input reset,
    input write_enable,
    input [1:0] write_addr,
    input [7:0] write_data,
    input [1:0] read_addr1,
    input [1:0] read_addr2,
    output reg [7:0] read_data1,
    output reg [7:0] read_data2
);
    reg [7:0] registers [0:3];
    integer i;
    always @(posedge clk) begin
        if (reset) begin
            for (i = 0; i < 4; i = i + 1)
                registers[i] <= 8'h00;
        end else if (write_enable) begin
            registers[write_addr] <= write_data;
            $display("  [REGFILE] Writing R%0d = %3d", write_addr, write_data);
        end
    end
    always @(*) begin
        read_data1 = registers[read_addr1];
        read_data2 = registers[read_addr2];
    end
endmodule
### flow/run.sh
#!/bin/bash
# OpenROAD 26Q1-2900-gdf79404cd8, Yosys 0.63+post, stock flow scripts
make -C /OpenROAD-flow-scripts/flow DESIGN_CONFIG=/design/flow/config.mk WORK_HOME=/design/flow/orfs finish
==> run notes <==
Results of the run.

The transition time of the tightest slew-check pin is just over 1 ns. The maximum fanout along the worst path is 2. The master cell of the clock root buffer is sky130_fd_sc_hd__clkbuf_16. During placement, the flow inserted port buffers numbering 2. The number of buffers inserted by hold repair at cts is 0. Before any placement, the netlist area is recorded as 80100 µm². The final tally of max-slew violations is 0. The placer's final routability congestion estimate is 0.912. Summed over all layers, the routed wires come to ~220000 µm. Of the post-synthesis cell area, the dominant cell type holds 0.780. Relative to the synthesized area, the layout overhead comes to 13.6%. The script parses the final routing iteration and logs DRC violations as 0. Yosys reports that the most numerous cell types are sky130_fd_sc_hd__edfxtp_1 (2080), sky130_fd_sc_hd__a22oi_1 (1027), sky130_fd_sc_hd__a21oi_1 (526). The worst relative slew slack is 0.316.

The total of flip-flops plus latches after synthesis is around 2.1k. In the post-synthesis netlist, the biggest area contributors are sky130_fd_sc_hd__edfxtp_1 (78%), sky130_fd_sc_hd__a22oi_1 (9.6%), sky130_fd_sc_hd__a21oi_1 (3.3%). The time the worst path needs with I/O delays and setup is around 11 ns. The combinational gate area is ~16000 µm². Recorded from the global router log, the overflow total was 0.

The number of global-route vias before repair is about 47k. The script computed the net switching share of total power as 0.244. For reference, the post-synthesis area per instance comes to roughly 16 µm². Per the placement report, the placed cell count is a little over 8k. Summed over all instances, the cell type with the most area after synthesis is sky130_fd_sc_hd__edfxtp_1.

The buffer and inverter count on the worst path is 1. The final hold violation count is 0. The final cell area excluding filler cells is slightly above 90000 µm². The setup clock skew after layout is 0.0257 ns. Per the OpenROAD floorplan log, the height of the die is 519 µm. For this run, the number of standard cells in the final layout without fillers is slightly below 9k. The number of DRC violations after detailed-routing iteration 0 is roughly 3.7k. Per the skew report, the later register of the worst-skew pair sees a clock latency of between 0.8 and 0.9 ns.

The finished layout reports a core utilization of 0.343. The highest attainable clock frequency is between 80 and 90 MHz. The async set-or-reset flop fraction in the synthesized netlist is 0. Per the detailed placement report, the placed cell area equals about 85000 µm². The buffer count from post-CTS setup fixing is 0.

The cell at the slowest stage of the critical path is sky130_fd_sc_hd__clkdlybuf4s50_1. Yosys stat counts just under 5k cells in the synthesized netlist. The chip occupies between 200000 and 300000 µm². Per the OpenROAD power report, switching power amounts to ~950 µW. STA classifies the critical path endpoint as an output port.

The die is just over 500 µm wide. Setup repair after global routing left no endpoint under its margin. The share of layout cells above drive strength 1 is 0.103. In the final layout, flip-flops and latches occupy between 60000 and 70000 µm². Per the post-route antenna check, the number of violating nets is 0. For this design the top-level I/O count stands at 3. Once detailed placement completed, the half-perimeter wirelength came to 128000 µm. In the setup report, the worst path falls into the class reg2out. The number of H-tree levels is 4. The clock group share of total power is 0.375. The initial antenna violation count is 1.

The arrival time at the worst endpoint is about 1.7 ns. The number of warnings reported in the stage logs is 38. For this sky-water flow run, the detailed-routed wirelength per cell is reported as ~25 µm. Cell internal power was estimated by the tool at just under 3 mW. The iteration count of the initial detailed-routing pass is 30. The final cycle utilization of the critical path is 0.234. The floorplan has 189 rows.

STA classifies the critical path startpoint as a flip-flop. Grouping stages by cell kind, the critical path spends the most delay in buffers and inverters. On the final layout, the worst hold slack is between 0.4 and 0.5 ns. The number of inserted filler cells in the final layout is ~25k. The largest single stage delay on the critical path is around 0.46 ns. The synthesis stats list as the most numerous cell sky130_fd_sc_hd__edfxtp_1. The sequential fraction of design power is 0.525.

The script computed a power per unit cell area of 43.0 nW/µm². The worst vdd rail ir drop is 42.4 µV. Clock-pin slew was measured on the worst setup and hold paths at about 0.070 ns. The global-route wire length before repair is approximately 320000 µm. In the synthesized netlist, the number of instances is 4929.

Summed over all cells, the static leakage comes to 26.8 nW. The post-synth tally of flip-flops with integrated enable is 2080. In the routed layout, each cell is associated on average with a via count of 5.32.

Per STA, the worst path is made up of clkdlybuf4s50_1. The netlist uses around 69 different library cells. The pin count of the biggest net entering global routing is roughly 140.

TritonCTS built the clock tree. The end-of-flow timing check tallies setup violations at 0. The worst hold path class is reg2reg.

The top flip-flop cell by instance count after synthesis is sky130_fd_sc_hd__edfxtp_1. The core region is between 200000 and 300000 µm². The clock buffer count from CTS is between 200 and 250. In the global route stage, overall resource usage came out at 0.170. The total negative setup slack is 0 ns.

The chip area line of the yosys report is 80100 µm². The total via count in the routed design is between 40k and 50k. The floorplan step records an initial core utilization of 0.302. The fraction of power consumed by combinational cells is 0.100. The count of synthesis-stage warnings from yosys is 5. The clock sink count is 2111. The fraction of the yosys area taken by sequential cells is 0.787. The maximum number of buffers from clock root to sink is 3. The data required time reported for the critical path is a little under 40 ns. The flow ran to the end, and the final reports show no timing, DRC or antenna violations. Max-cap violations in this run came to 0. The number of gates resized after CTS was 0.
## cell usage in the layout, fill, tap and decap left out, types with 8 or more instances in the layout
master / count
sky130_fd_sc_hd__edfxtp_1: 2080
sky130_fd_sc_hd__a22oi_1: 1027
sky130_fd_sc_hd__a21oi_1: 526
sky130_fd_sc_hd__nor2_1: 333
sky130_fd_sc_hd__clkbuf_16: 205
sky130_fd_sc_hd__buf_4: 192
sky130_fd_sc_hd__nand2_1: 94
sky130_fd_sc_hd__nor4_1: 75
sky130_fd_sc_hd__clkinv_1: 56
sky130_fd_sc_hd__o41ai_1: 55
sky130_fd_sc_hd__clkbuf_1: 47
sky130_fd_sc_hd__o22ai_1: 32
sky130_fd_sc_hd__clkinv_2: 32
sky130_fd_sc_hd__dfxtp_1: 31
sky130_fd_sc_hd__nand3_1: 23
sky130_fd_sc_hd__o21ai_0: 17
sky130_fd_sc_hd__nor3_1: 15
sky130_fd_sc_hd__inv_1: 12
sky130_fd_sc_hd__nor2b_1: 12
sky130_fd_sc_hd__mux2i_1: 11
sky130_fd_sc_hd__nand4_1: 11
sky130_fd_sc_hd__nand2b_1: 10
sky130_fd_sc_hd__a311oi_1: 10
sky130_fd_sc_hd__o21a_1: 9
sky130_fd_sc_hd__nand2b_2: 9
sky130_fd_sc_hd__ha_1: 9
sky130_fd_sc_hd__inv_6: 9
sky130_fd_sc_hd__mux4_4: 8
sky130_fd_sc_hd__mux4_2: 8
sky130_fd_sc_hd__nor3b_1: 8
sky130_fd_sc_hd__o21ai_1: 8
sky130_fd_sc_hd__a211oi_1: 8
sky130_fd_sc_hd__bufinv_16: 8
sky130_fd_sc_hd__buf_12: 8
## cell families after synthesis
kind of cell | Yosys count | synth area share
muxes | 32 | 0.00670
buffers and inverters | 387 | 0.0191
adders and majority gates | 10 | 0.00166
AOI/OAI and AO/OA | 1752 | 0.148
xor gates and xnor gates | 1 | 0.000109
DFF | 2111 | 0.787
and+or+nand+nor | 636 | 0.0367
## through the flow
stage	total power, mW	setup slack [ns]
after floorplan	2.32	37.40
after global placement	2.48	36.71
after detailed placement	2.48	36.66
after CTS	3.94	37.32
after global routing	4.03	37.31
final	3.92	37.39
## layout make-up
class | instances | share of cell area
diodes | 1 | 0.0000275
flip-flops and latches | 2111 | 0.693
clock buffers | 252 | 0.0583
repair buffers | 202 | 0.0178
well taps | 3533 | 0.0486
inverters | 12 | 0.000495
clock inverters | 117 | 0.00930
multi-input cells | 2431 | 0.172
## final timing paths
| path | cells past startpoint | slack, ns | end | from |
|---|---|---|---|---|
| worst min register to register | 1 | 0.45 | state[4] | state[2] |
| worst max-delay path | 1 | 37.39 | halt_flag | state[1] |
| worst max register to register | 14 | 42.55 | reg_file_inst.registers[0][2] | state[3] |
| worst min-delay path | 1 | 0.45 | state[4] | state[2] |
## sequential cells by signal (all words and copies together), names as in the netlist, named ones only
register                 count
state                        5
ir                          16
mem_inst.mem              2048
reg_file_inst.registers     32
pc                           8
## power groups by stage
stage	Sequential [mW]	Combinational, mW	Clock [mW]
5_1_grt	2.05	0.425	1.56
4_1_cts	2.05	0.394	1.49
6_report	2.05	0.393	1.47
## layer usage
metal  share of wire  GRT usage  vias to the layer above
met1            0.35      0.199                    22943
met5          0.0022     0.0169                        -
li1                -          -                    20253
met2            0.47      0.258                     2541
met3            0.15      0.115                      347
met4           0.030     0.0426                       10
Power and IR drop assume default switching activity.
